## flow/run.sh

```bash
#!/bin/bash
# OpenROAD 26Q1-2900-gdf79404cd8, Yosys 0.63+post, stock flow scripts
make -C /OpenROAD-flow-scripts/flow DESIGN_CONFIG=/design/flow/config.mk WORK_HOME=/design/flow/orfs finish
```

## flow/config.mk

```make
export PLATFORM = sky130hd
export DESIGN_NAME = add_mul
export DESIGN_NICKNAME = add_mul
export VERILOG_FILES = /design/flow/design.v
export SDC_FILE = /design/flow/constraint.sdc
export NUM_CORES = 4
export LEC_CHECK = 1
export CORE_UTILIZATION = 40
```

## flow/constraint.sdc

```tcl
current_design add_mul

set clk_period 2.8
set clk_io_pct 0.2

create_clock -name clk0 -period $clk_period [get_ports {clk}]

set non_clock_inputs [all_inputs -no_clocks]
set_input_delay [expr $clk_period * $clk_io_pct] -clock clk0 $non_clock_inputs
set_output_delay [expr $clk_period * $clk_io_pct] -clock clk0 [all_outputs]
```

## flow/design.v

```verilog
module add_mul (A, B, C, D, clk, rst, out, state, nstate);
  input [7:0] A, B, C, D;
  input clk, rst;
  output reg [7:0] out;
  output reg [2:0] state, nstate;
  reg [7:0] w1, w2, w3;
  parameter s0 = 0;  
  parameter s1 = 1;
  parameter s2 = 2;
  parameter s3 = 3;
  always @ (posedge clk)
    begin
      if (rst == 0) state <= s0;
      else if (rst == 1) state <= nstate;
    end
  always @ (*)
    begin
      case (state)
	s0:
	  begin
	    nstate = s1;
	    out = 0;
	  end
	s1:
	  begin
	    nstate = s2;
	    w1 = A * B;
	    w2 = C * D;
	  end
	s2:
	  begin
	    nstate = s3;
	    w3 = w1 + w2;
	  end
	s3:
	  begin
	    nstate = s1;
	    out = w3;
	  end
      endcase
    end
endmodule
```

==> results_dict.tcl <==
# flow metrics
set metrics [dict create \
    status "finished clean" \
    post-route-min-period_ns 2.490 \
    end_kind "output port" \
    drt.antenna.violating_nets 0 \
    die_area_mm2 0.007108 \
    max_slew_margin_pct 65.16 \
    antenna_cells 0 \
    cts_buffers 3 \
    warnings 29 \
    rsz0062_at_grt "false" \
    aoi_share_pct 4.017 \
    vias 1887 \
    async_flop_share_pct 0 \
    io_pins 48 \
    crit_type "flip-flop to output port" \
    simple_gate_share_pct 17.13 \
    max-cap-violations 0 \
    untimed_endpoints 42 \
    fillers 593 \
    numSynthFlops 36 \
    fin_tns_setup_ns 0 \
    portBuffers 45 \
    fmax_ghz 0.4017 \
    min_period_over_period_pct 88.91 \
    ctsRootBufferMaster "clkbuf_8" \
    unclocked_pins 34 \
    dp_hpwl_um 3905 \
    logic_area_mm2 0.001968 \
    leakage_uw 0.001638 \
    logic_family "adder cells" \
    ys_sh_adder_pct 38.32 \
    setup_ws_ns 0.3104 \
    gp_congestion 0.8349 \
    core_mm2 0.006459 \
    hold_viol_final 0 \
    firstDrtPassIters 29 \
    synth-edff-count 0 \
    finalSetupViolCount 0 \
    mux_share_pct 0 \
    htreeDepth 1 \
    antenna_found_initial 0 \
    syn-cell-area_mm2 0.002710 \
    regToRegStartpoint "state[1]$_SDFF_PN0_" \
    cp_data_required_time_ns 2.24 \
    tritoncts "done" \
    ir_drop_mv 0.1385 \
    fp_util_pct 41.96 \
    grt_pass1_vias 1840 \
    synthXorXnorAreaFrac_pct 12.60 \
    overflow 0 \
    yosys_warnings 1 \
    worst_pin_slew_ns 0.5226 \
    clk_pin_slew_ns 0.03 \
    drc 0 \
    arrival_ns 1.93 \
    ff_type "dlxtp_1" \
    wl_um 4435 \
    rows 29 \
    ys_cells 301 \
    power_density_mw_per_mm2 323.8 \
    syn2layout_area_growth_pct 21.56 \
    syn_avg_cell_area_um2 9.004 \
    cp_max_fo 17 \
    clockBufferDepth 2 \
    min_from "rst" \
    die_height_um 84.31 \
    yosys_area_mm2 0.002710 \
    worstSetupStartpoint "state[1]$_SDFF_PN0_" \
    seqCellArea_um2 550.5 \
    start_kind "flip-flop" \
    cts-hold-fix-buffers 0 \
    slew_violations 0 \
    synth_cell_types 22 \
    grt_max_degree 18 \
    cts_setup_buffers 0 \
    drt_iter0_drc 29 \
    place_ws_ns 0.5227 \
    dieWidth_um 84.31 \
    hp-class "input port to flip-flop" \
    routedWlPerCell_um 10.39 \
    final_layout_size_suffix_gt1_share_pct 1.714 \
    synthCells 301 \
    vias_per_cell 4.419 \
    grt_use_total_pct 14.24 \
    grt_pass1_wl_um 7997 \
    cts_resized 0 \
]
[kinds of logic after synthesis]
kind of cell,after synthesis
and+or+nand+nor,90
buffers and inverters,52
AOI/OAI and AO/OA,15
DFF,2
other,1
xor gates and xnor gates,39
adders and majority gates,68
latches,34
[placed cells by master (no fill, tap or decap)]
cell / Yosys / final
a21o_1: 6 / 6
a21oi_2: 2 / 2
nand2_1: 36 / 36
inv_1: 50 / 50
nor2_1: 3 / 3
fa_1: 25 / 25
o41ai_2: 1 / 1
dfxtp_1: 2 / 2
o21ai_0: 1 / 1
xnor2_1: 34 / 34
dlxtp_1: 24 / 24
a21oi_1: 4 / 4
nor3_1: 1 / 1
and2_1: 48 / 48
nor2b_1: 1 / 1
dlxtn_1: 10 / 10
xor2_1: 5 / 5
clkbuf_8: 0 / 3
o21ai_1: 1 / 1
clkdlybuf4s50_1: 0 / 45
nand2b_1: 1 / 1
ha_1: 43 / 43
conb_1: 1 / 4
[sequential cells by signal (all words and copies together) (netlist names)]
register / cells
w1: 8
w2: 8
out: 8
state: 2
nstate: 2
w3: 8
[synthesized netlist by cell type (2+ instances only)]
cell      n  share of area (%)
fa_1     25                 18
dfxtp_1   2                1.5
inv_1    50                6.9
ha_1     43                 20
nand2_1  36                5.0
a21oi_2   2               0.65
dlxtp_1  24                 13
xnor2_1  34                 11
nor2_1    3               0.42
a21oi_1   4               0.74
and2_1   48                 11
xor2_1    5                1.6
dlxtn_1  10                5.5
buf_4     2               0.55
a21o_1    6                1.7
[per-layer routing]
metal	vias up	track usage (%)	share of wire [%]
met5	-	0	0
met2	28	23.99	47
met1	852	22.26	51
met3	0	0.5976	1.8
li1	1007	-	-
met4	0	0.9404	0
[worst paths after layout]
kind,slack (ns),cells past startpoint,to
setup reg to reg,1.34,5,state[0]$_SDFF_PN0_
setup / recovery,0.31,5,nstate[0]
hold / removal,0.96,2,state[1]$_SDFF_PN0_
[report_power, final]
group / leakage (µW) / switching [µW] / total [µW] / internal (µW)
sequential: 0.000283 / 16.0 / 153 / 137
combinational: 0.00133 / 390 / 801 / 411
clock: 0.0000216 / 22.0 / 113 / 90.9
total: 0.00164 / 428 / 1070 / 639
[worst max-delay path, cell delays in order (launching register included)]
cell             delay (ns)
dfxtp_1                0.36
inv_1                  0.08
ha_1                   0.37
inv_1                  0.11
dlxtn_1                0.34
clkdlybuf4s50_1        0.46
[stage by stage]
step	hold WS [ns]	total power, µW	cells	area, µm²	util [%]
floorplan	0.6817	778.2	304	2721	-
global placement	1.167	966.4	424	3253	50.37
detailed placement	1.169	969.5	424	3253	50.37
CTS	0.9579	1095	427	3294	51.01
global route	0.9614	1204	427	3294	51.01
finish	0.9626	1067	427	3294	51.01
[layout make-up]
| class | instances | area share (%) |
|---|---|---|
| Multi-Input combinational cell | 216 | 59.74 |
| Clock buffer | 3 | 1.253 |
| Inverter | 50 | 5.697 |
| Tap cell | 77 | 2.924 |
| Timing Repair Buffer | 45 | 13.67 |
| Sequential cell | 36 | 16.71 |
Power is estimated from default activity; no workload was simulated.
