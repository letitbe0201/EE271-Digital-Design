**flow/run.sh**
```bash
#!/bin/bash
# OpenROAD 26Q1-2900-gdf79404cd8, Yosys 0.63+post, stock flow scripts
make -C /OpenROAD-flow-scripts/flow DESIGN_CONFIG=/design/flow/config.mk WORK_HOME=/design/flow/orfs finish
```
**flow/config.mk**
```make
export PLATFORM = sky130hd
export DESIGN_NAME = task_calling
export DESIGN_NICKNAME = task_calling
export VERILOG_FILES = /design/flow/design.v
export SDC_FILE = /design/flow/constraint.sdc
export NUM_CORES = 4
export LEC_CHECK = 1
export CORE_AREA = 10 10 85 85
export DIE_AREA = 0 0 95 95
```
**flow/constraint.sdc**
```tcl
current_design task_calling

set clk_period 14.7
set clk_io_pct 0.2

create_clock -name clk0 -period $clk_period

set non_clock_inputs [all_inputs -no_clocks]
set_input_delay [expr $clk_period * $clk_io_pct] -clock clk0 $non_clock_inputs
set_output_delay [expr $clk_period * $clk_io_pct] -clock clk0 [all_outputs]
```
**flow/design.v**
```verilog
module task_calling(DegC, DegF);
  input [7:0] DegC;
  output [7:0] DegF;
  reg [7:0] DegF;
  task convert;
    input [7:0] C;
    output [7:0] F;
    begin
      F = (((C + 32) * 9) / 5);
    end
  endtask
  always @ (DegC)
  begin
    convert (DegC, DegF);
  end
endmodule
```
==> summary.txt <==
yosys + openroad results -> outcome complete, no violations, Die Wd 95 µm, HP Class in -> out, share of post-route cells with drive strength above 1 between 10% and 20%, DIE HEIGHT between 90 and 100 µm, Sw Ratio 54.1%, post-synthesis simple-gate area fraction between 20% and 30%, fin cells about 360, post-route cell area ~0.0021 mm², Routed Antenna Nets 0, first-pass GRT wire length 8980 µm, number of port buffers 16, cycle use final roughly 95%, Flop pwr share 0%, crit path DAT between 10000 and 15000 ps, routed len/inst 14.2 µm, number of DRC markers in iteration 0 298, Pleak 0.853 nW, nature of the critical path endpoint primary output, Top cell excl fill/tap nor2_1, mux share under 10%, Final setup violation count 0, routed wire length slightly above 5000 µm, Max Slew Vio Count 0, Adder Area Share a little under an eighth, Critical-path top delay cell or4b_4, nature of the critical path startpoint input pin, Distinct lib cells used 73, Worst Path Required approximately 12000 ps, DRC Markers 0, cell type with the largest total area ha_1, FP Util about a third, GRT Total Usage a little under an eighth, Logic pwr share around 100%, Worst-Margin Slew about 790 ps, dpl cell area approximately 0.0021 mm², Cells after Synth ~280, RePlAce Congestion between 0.8 and 0.9, placed wire-length estimate approximately 4000 µm, CTS-repair resized insts 0, pwr/cell area between 150 and 200 mW/mm², I/O pin total 16, Tool Warnings 33, initial antenna violation count 0, Peak VDD IR approximately 0.15 mV, Comb area 0.00183 mm², Psw roughly 0.22 mW, DRT Pass-1 Iters 4, Final TNS setup 0 ps, Syn-to-layout area delta 11.0%, area occupied by registers 0 µm², Area leader share a little under a tenth, Syn Area/Cell 6.81 µm², relative max-transition margin between 40% and 50%, clock power share 0%, Row Count 27, cells in synth_stat.txt 284, core area around 0.0055 mm², min Tclk post-route around 14000 ps, vias in the first global route between 1500 and 2000, grt total ovfl 0, XOR/XNOR Area Share approximately 4.9%, Via density around 5.9, Yosys Warn Count 1, Synth Seq Share 0%, number of clock buffers in the layout 0, Cells after DPL between 300 and 400, Internal Dissipation between 0.15 and 0.2 mW, final hold vios 0, Flops 0, Finished Core Util 39.2%, CP max FO 12, Post-CTS Setup Inserts 0, Main logic family AND-OR/OR-AND gates, RSZ-0062 raised after global routing false, Max stage delay on crit path between 500 and 600 ps, most frequent CP cell ha_1, Hold Buf Count CTS 0, ranking of synthesized cells by area ha_1, nor2_1, a21oi_1, nand3_1, nand2_1, Yosys Chip Area slightly below 0.002 mm², die area roughly 0.009 mm², diode count 0, largest net degree at the start of global routing 16, FMAX between 70 and 80 MHz, Via Count between 2000 and 2500, most frequent cells in the layout nor2_1, nand2_1, a21oi_1, max-cap viol count 0, fillers a little under 600, critical path class in -> out, Complex Gates by Area a little under half, Mapped Area 0.00193 mm²
-- metrics by stage --
stage	hold WS (ps)	power [mW]	setup WS [ps]
2_1_floorplan	6120	0.296	2410
3_3_place_gp	7190	0.412	703
3_5_place_dp	7160	0.408	662
4_1_cts	7180	0.411	635
5_1_grt	7320	0.462	12.7
6_report	7170	0.411	804
-- per-layer routing --
layer | GRT usage, % | up-vias | routed length (µm)
met1 | 17.5 | 972 | 2640
met5 | 0 | - | 0
met2 | 17.8 | 52 | 2260
met3 | 0.962 | 0 | 239
met4 | 0.125 | 0 | 0
li1 | - | 1128 | -
-- power groups by stage --
stage	registers [mW]	logic, mW	clock network [mW]
6_report	0	0.411	0
5_1_grt	0	0.462	0
4_1_cts	0	0.411	0
-- synthesized netlist by cell type (all sizes together), types with 6 or more instances --
cell / number
xnor2: 6
inv: 13
o211ai: 7
a31oi: 6
a211oi: 8
nor2: 30
ha: 14
a21oi: 19
nand3: 18
nand2: 25
o21a: 6
clkbuf: 7
nor3: 13
o21ai: 24
-- final cells by class --
class / count / area share [%]
tap: 72 / 4.20
inverter: 14 / 2.45
timing repair buffer: 18 / 8.16
multi-input combinational: 258 / 85.2
-- cell families after synthesis --
| family | count (synthesis) |
|---|---|
| compound gates | 115 |
| xor+xnor | 9 |
| fa+ha+maj | 18 |
| simple gates | 112 |
| buf+inv | 26 |
| mux | 4 |
-- critical path, delay by kind of cell --
family	cells	cell delay, ps
AOI/OAI and AO/OA	13	2980
xor gates and xnor gates	2	460
adders and majority gates	6	1750
buffers and inverters	5	1300
and+or+nand+nor	7	1520
-- final timing paths --
kind	end	startpoint	depth (start not counted)	slack (ps)
max	DegF[0]	DegC[5]	33	800
min	DegF[0]	DegC[0]	6	7170
Power is estimated from default activity; no workload was simulated.
